==> /design/flow/design.v <==
`timescale 1ns / 1ps
module RV_shift_register_wr#(
    parameter DATAW = 8,
    parameter DEPTH = 2,
    parameter DEPTHW = $clog2(DEPTH)
)(
    input  wire clk,
    input  wire reset,
    input  wire enable,
    input  wire [DATAW-1 : 0] data_in,
    output wire [DATAW-1 : 0] data_out
);
    reg [DATAW-1:0]  entries   [DEPTH-1:0];
    integer i , r;
    always@(posedge clk)
    begin
        if(reset)
        begin
            for(r = 0 ; r < DEPTH ; r = r + 1)
            begin
                entries[r] = 0;
            end
        end
        else if(enable) begin
            for(i = DEPTH-1; i > 0 ; i = i - 1)
            begin
                entries[i] <= entries[i-1]; 
                entries[0] <= data_in;
            end
        end
    end
    assign data_out = entries[DEPTH-1];
endmodule
==> /design/flow/run.sh <==
#!/bin/bash
# OpenROAD 26Q1-2900-gdf79404cd8, Yosys 0.63+post, stock flow scripts
make -C /OpenROAD-flow-scripts/flow DESIGN_CONFIG=/design/flow/config.mk WORK_HOME=/design/flow/orfs finish
==> /design/flow/config.mk <==
export PLATFORM = sky130hd
export DESIGN_NAME = RV_shift_register_wr
export DESIGN_NICKNAME = RV_shift_register_wr
export VERILOG_FILES = /design/flow/design.v
export SDC_FILE = /design/flow/constraint.sdc
export NUM_CORES = 4
export LEC_CHECK = 1
export CORE_AREA = 10 10 74 74
export DIE_AREA = 0 0 84 84
==> /design/flow/constraint.sdc <==
current_design RV_shift_register_wr

set clk_period 1.2
set clk_io_pct 0.2

create_clock -name clk0 -period $clk_period [get_ports {clk}]

set non_clock_inputs [all_inputs -no_clocks]
set_input_delay [expr $clk_period * $clk_io_pct] -clock clk0 $non_clock_inputs
set_output_delay [expr $clk_period * $clk_io_pct] -clock clk0 [all_outputs]
==> flow_summary_export.csv <==
group,metric,value,unit
route,drt_iter0_markers,29,
clocking,clk_pin_slew_worst_paths,0.05,ns
synthesis,yosys_area,580.6,sq um
synthesis,syn_avg_cell_area,11.16,sq um
pwr,p_per_area,1227,nW/um^2
route,vias,403,
synthesis,area_leaders,"dfxtp_1 (55%), mux2i_1 (28%), nor2_1 (10%), buf_12 (3.4%), buf_6 (1.9%)",
clocking,cts-root-buf,"clkbuf_8",
synthesis,logic_family,"multiplexers",
final_layout,utilization,0.2196,
placement,dp_hpwl,969.6,um
setup_path,end_kind,"flip-flop",
timing,finalCritPeriodShare,0.8823,
timing,worst_pin_slew,0.1396,ns
setup_path,path_cells,"clkdlybuf4s50_1 -> buf_12 -> mux2i_1 -> nor2_1",
synthesis,ys_sh_simple,0.1034,
clocking,cts_tree,"done",
setup_path,worst_path_max_delay_cell,"clkdlybuf4s50_1",
run,maxCapViolCount,0,
timing,relSlewSlack,0.9043,
synthesis,netlist_area,580.6,sq um
global_routing,grt_pass1_wl,2028,um
timing,setup_ws,0.1412,ns
placement,place_congestion,0.6477,
synthesis,async_reset_ff_frac,0,
placement,placed_area,830.8,sq um
floorplanning,die_x,84,um
run,warnings,25,
final_layout,final.fill_count,425,
synthesis,numSynthFlops,16,
pwr,finalPower,1.070,mW
global_routing,grt_pass1_vias,411,
synthesis,ys.flop_type,"dfxtp_1",
synthesis,common_cells,"dfxtp_1 (16), mux2i_1 (16), nor2_1 (16)",
final_layout,regArea,330.3,sq um
clocking,cts_buffers,3,
floorplanning,die_h,84,um
synthesis,ys_seq_frac,0.5517,
final_layout,top_register,"entries",
placement,post-place-ws,-0.1217,ns
synthesis,ys_warn_count,2,
setup_path,crit_start,"enable",
route,wl,1237,um
route,firstDrtPassIters,3,
final_layout,areaGrowthSynthToFinish,50.22,%
setup_path,max_stage_delay,0.50,ns
synthesis,synth-edff-count,0,
setup_path,crit_required,1.33,ns
route,wl_per_cell,10.14,um
global_routing,grt_max_degree,17,
final_layout,final_area,872.1,sq um
timing,finalSetupViolations,0,
floorplanning,core,3971,sq um
setup_path,critPathArrivalTime,1.19,ns
timing,finalMaxSlewViolations,0,
final_layout,final_cells,122,
global_routing,grt_overflow,0,
placement,portBuffers,18,
clocking,clock_sinks,16,
synthesis,ys_cells,52,
final_layout,largest_reg_flops,16,
setup_path,r2r-start,"entries[0][6]$_SDFFE_PP0P_",
synthesis,ys_sh_xor,0,
clocking,clockBufferDepth,2,
floorplanning,io_pins,19,
synthesis,yosys.area_share.adder,0,
floorplanning,std_cell_rows,23,
synthesis,synth-compound-area-share,0,
route,drc_errors,0,
hold_path,hold_path.class,"reg2reg",
pwr,p_leak,0.4036,nW
timing,setup_tns,0,ns
clocking,post_cts_buffers,0,
setup_path,critPathLaunchType,"primary input",
setup_path,crit_family,"buffers and inverters",
timing,max_freq,0.9445,GHz
setup_path,critPathKind,"in2reg",
synthesis,ys_sh_mux,0.2759,
setup_path,r2r_slack,0.58,ns
clocking,clkLatencyLatePin,0.24,ns
floorplanning,dieArea,7056,sq um
timing,rsz0062_at_grt,"false",
synthesis,netlist-cell-type-count,7,
synthesis,yosysTopAreaCell,"dfxtp_1",
status,status,"completed",
setup_path,crit_path_max_fanout,16,
route,via_per_inst,3.303,
timing,hold_violations,0,
pwr,peakVddDrop,0.0007446,V
hold_path,hp-start,"entries[1][3]$_SDFFE_PP0P_",
global_routing,track_usage,0.03470,
timing,post-route-min-period,1.059,ns
timing,fin_hold_ws,0.4785,ns
timing,finClkSkew,0.00008513,ns
global_routing,antenna_found_initial,0,
final_layout,reg.largest.list,"entries x16",
floorplanning,initCoreUtil,0.1462,
final_layout,logic_area,220.2,sq um
setup_path,worst-path-buf-inv,2,
route,ant_nets,0,
final_layout,drive_gt1_frac,0.1944,
route,detail_route.antenna_diodes,0,
clocking,htree_levels,1,
placement,place_inst,119,
synthesis,synthCells,52,
synthesis,top_cell_area_share,0.5517,
## metal layers
layer  GRT usage  up-vias  wire length, um
li1            -      211                -
met1     0.04368      180              569
met3     0.01772        0               86
met2     0.05436       12              582
met5           0        -                0
met4    0.001522        0                0
## cells in the final DEF (no fill, tap or decap)
cell / n
buf_4: 1
dfxtp_1: 8
mux2i_1: 16
clkbuf_8: 3
dfxtp_2: 8
clkdlybuf4s50_1: 10
buf_12: 2
nor2_1: 16
dlygate4sd2_1: 8
## power breakdown
part / switching, mW / leakage [nW] / internal [mW] / total [mW]
registers: 0.0115 / 0.135 / 0.559 / 0.570
clock network: 0.156 / 0.0216 / 0.221 / 0.378
logic: 0.0439 / 0.247 / 0.0790 / 0.123
total: 0.211 / 0.404 / 0.859 / 1.07
## worst paths after layout
check,to,cells after the start
max,entries[1][6]$_SDFFE_PP0P_,4
min reg2reg,entries[1][3]$_SDFFE_PP0P_,2
max reg2reg,entries[1][6]$_SDFFE_PP0P_,2
min,entries[1][3]$_SDFFE_PP0P_,2
## worst register-to-register path: stages, from the launching register on
cell and delay (ns):
dfxtp_1 0.31, mux2i_1 0.14, nor2_1 0.06
## repair_timing
action                     4_1_cts  5_1_grt
resized                         16        0
hold buffers                     0        0
setup endpoints to repair        8        0
## logic make-up after synthesis
group,after synthesis
mux,16
simple gates,16
flops,16
buf+inv,4
## layout make-up
class	instances	share of cell area
clock buffers	3	0.04735
repair buffers	21	0.2496
well taps	50	0.07174
multi-input cells	32	0.2525
flip-flops and latches	16	0.3788
Power figures rest on the tool's default switching activity, not on a simulated workload.

`flow/constraint.sdc`:
```
current_design RV_index_buffer

set clk_period 1.8
set clk_io_pct 0.2

create_clock -name clk0 -period $clk_period [get_ports {clk}]

set non_clock_inputs [all_inputs -no_clocks]
set_input_delay [expr $clk_period * $clk_io_pct] -clock clk0 $non_clock_inputs
set_output_delay [expr $clk_period * $clk_io_pct] -clock clk0 [all_outputs]
```
`flow/config.mk`:
```
export PLATFORM = sky130hd
export DESIGN_NAME = RV_index_buffer
export DESIGN_NICKNAME = RV_index_buffer
export VERILOG_FILES = /design/flow/design.v
export SDC_FILE = /design/flow/constraint.sdc
export NUM_CORES = 4
export LEC_CHECK = 1
export CORE_UTILIZATION = 30
```
`flow/run.sh`:
```
#!/bin/bash
# OpenROAD 26Q1-2900-gdf79404cd8, Yosys 0.63+post, stock flow scripts
make -C /OpenROAD-flow-scripts/flow DESIGN_CONFIG=/design/flow/config.mk WORK_HOME=/design/flow/orfs finish
```
`flow/design.v`:
```
`timescale 1ns / 1ps
module RV_dp_ram#(
    parameter DATAW     = 8,
    parameter SIZE      = 4,
    parameter BYTEENW   = 1,
    parameter OUT_REG   = 0,
    parameter ADDRW     = $clog2(SIZE)
)(
    input  wire                 clk,
    input  wire                 reset,
    input  wire [BYTEENW-1 : 0] wren,
    input  wire [ADDRW-1 : 0]   waddr,
    input  wire [DATAW-1 : 0]   wdata,
    input  wire [ADDRW-1 : 0]   raddr,
    output wire [DATAW-1 : 0]   rdata
);
    if(OUT_REG)
    begin
        reg [DATAW-1:0] rdata_r;
        if(BYTEENW > 1)
        begin
            reg [(BYTEENW * 8) - 1:0] ram [SIZE-1:0]; 
            always@(posedge clk) 
            begin : RAM_operations
                integer i,j;
                if(reset)
                begin
                    for (i = 0; i < SIZE; i = i + 1) 
                    begin
                        ram[i] <= 0;
                    end
                end
                else begin
                    for(i = 0 ; i < BYTEENW; i = i + 1)
                    begin
                        for(j = 0 ; j < 8 ; j = j + 1)
                        begin
                            if (wren[i])
                                ram[waddr][(i*8)+j] <= wdata[i * 8  + j];
                        end
                    end 
                end
                rdata_r <= ram[raddr];
            end 
        end 
        else begin
            reg [DATAW-1:0] ram [SIZE-1:0];
            integer i;
            always @(posedge clk) 
            begin
                if(reset)
                begin
                    for (i = 0; i < SIZE; i = i + 1) 
                    begin
                        ram[i] <= 0;
                    end   
                end
                else begin
                    if(wren)
                        ram[waddr] <= wdata;
                end
                rdata_r <= ram[raddr];
            end
        end
        assign rdata = rdata_r;
    end
    else begin
        if(BYTEENW > 1)
        begin
            reg [(BYTEENW * 8) - 1:0] ram [SIZE-1:0]; 
            always@(posedge clk)
            begin : RAM_Operations1
                integer i,j;
                if(reset)
                begin
                    for (i = 0; i < SIZE; i = i + 1) 
                    begin
                        ram[i] <= 0;
                    end
                end
                else begin
                    for(i = 0 ; i < BYTEENW; i = i + 1)
                    begin
                        for(j = 0 ; j < 8 ; j = j + 1)
                        begin
                            if (wren[i])
                                ram[waddr][(i*8)+j] <= wdata[i * 8  + j];
                        end
                    end 
                end
            end 
            assign rdata  = ram[raddr];
        end 
        else begin
            reg [DATAW-1:0] ram [SIZE-1:0];
            integer i;
            always @(posedge clk) 
            begin 
                if(reset)
                begin
                    for (i = 0; i < SIZE; i = i + 1) 
                    begin
                        ram[i] <= 0;
                    end   
                end
                else begin
                    if(wren)
                        ram[waddr] <= wdata;
                end
            end
            assign rdata  = ram[raddr];
        end
    end
endmodule
`timescale 1ns / 1ps
module RV_find_first#(
    parameter N       = 4,
    parameter DATAW   = 2,
    parameter REVERSE = 0
)(
    input   wire    [(DATAW * N)-1:0]   data_i,      
    input   wire    [N-1:0]             valid_i,     
    output  wire    [DATAW-1:0]         data_o,      
    output  wire                        valid_o      
);
    localparam  LOGN    =   $clog2(N);
    localparam  TL      =   (1 << LOGN) - 1;         
    localparam  TN      =   (1 << (LOGN+1)) - 1;     
    wire    [DATAW-1:0] data_2D [N-1:0];         
    wire    [TN-1:0]    s_n;                     
    wire    [DATAW-1:0] d_n  [TN-1:0];           
    genvar i;
    genvar j;
    generate
        for (i = 0; i < N; i = i + 1) begin
            assign  data_2D[i]   =   data_i[(i+1) * DATAW - 1:i * DATAW];
        end
        for (i = 0; i < N; i = i + 1) begin
            assign s_n[TL+i] = REVERSE ? valid_i[N-1-i] : valid_i[i];
            assign d_n[TL+i] = REVERSE ? data_2D[N-1-i] : data_2D[i];
        end
        for (i = TL+N; i < TN; i = i + 1) begin
            assign s_n[i] = 0;
            assign d_n[i] = 0;
        end
        for (j = 0; j < LOGN; j = j + 1) begin
            for (i = 0; i < (2**j); i = i + 1) begin
                assign s_n[2**j-1 + i] = s_n[2**(j+1)-1 + i*2] | s_n[2**(j+1)-1 + i*2+1]; 
                assign d_n[2**j - 1+i] = s_n[2**(j+1)-1 + i*2] ? d_n[2**(j+1)-1 + i*2] : d_n[2**(j+1)-1 + i*2+1]; 
            end
        end     
        assign valid_o = s_n[0];
        assign data_o  = d_n[0];
    endgenerate
endmodule
`timescale 1ns / 1ps
module RV_index_buffer#(
    parameter DATAW = 8,
    parameter SIZE  = 4,
    parameter ADDRW = $clog2(SIZE)
)(
    input wire clk,
    input wire reset,
    input wire [DATAW-1 : 0] write_data,
    input wire acquire_slot,
    input wire [ADDRW-1:0] read_addr,
    input wire [ADDRW-1:0] release_addr,
    input wire release_slot,
    output wire [ADDRW-1:0] write_addr,
    output wire [DATAW-1:0] read_data,
    output wire empty,
    output wire full
);
    reg [SIZE-1  :  0] free_slots , free_slots_n;
    reg [ADDRW-1 :  0] write_addr_r;
    reg empty_r , full_r;
    wire free_valid;
    wire [ADDRW-1 :  0] free_index;
    always@(posedge clk)
    begin
        if(reset)
        begin
            write_addr_r  <= {ADDRW{1'b0}};
            free_slots    <= {SIZE{1'b1}};
            empty_r       <= 1'b1;
            full_r        <= 1'b0;
        end
        else begin
            write_addr_r  <= free_index;
            free_slots    <= free_slots_n;
            empty_r       <= (&free_slots_n);
            full_r        <= ~free_valid;
        end
    end
    always@(*)
    begin
        free_slots_n = free_slots;
        if(release_slot)
        begin
            free_slots_n[release_addr] = 1;
        end
        if(acquire_slot)
        begin
            free_slots_n[write_addr_r] = 0;
        end
    end
    RV_lzc #(
        .N (SIZE)
    ) free_slots_sel (
        .in_i    (free_slots_n),
        .cnt_o   (free_index),
        .valid_o (free_valid)
    );
    RV_dp_ram #(
        .DATAW  (DATAW),
        .SIZE   (SIZE)
    ) data_table (
        .clk   (clk), 
        .reset (reset),
        .wren  (acquire_slot),
        .waddr (write_addr_r),
        .wdata (write_data),
        .raddr (read_addr),
        .rdata (read_data)
    );       
    assign write_addr = write_addr_r;
    assign empty      = empty_r;
    assign full       = full_r;
endmodule 
`timescale 1ns / 1ps
module RV_lzc #(
    parameter N    = 8,          
    parameter MODE = 1,          
    parameter LOGN = $clog2(N)    
) (
    input  wire [N-1:0]    in_i,     
    output wire [LOGN-1:0] cnt_o,    
    output wire            valid_o   
);
wire [(N * LOGN)-1:0] indices_flattened;     
genvar i;
generate
    for (i = 0; i < N; i = i + 1) begin
        assign indices_flattened[(i+1) * LOGN - 1:i * LOGN] = MODE ? (N[LOGN-1:0] - 1'b1 - i[LOGN-1:0]) : i[LOGN-1:0];
    end
endgenerate
    RV_find_first #(
        .N       (N),
        .DATAW   (LOGN),
        .REVERSE (MODE)
    ) find_first (        
        .data_i  (indices_flattened),
        .valid_i (in_i),
        .data_o  (cnt_o),
        .valid_o (valid_o)
    );
endmodule
```
==> flow_metrics.py <==
# Flow results
metrics = {
    "pwr": {
        "power_mw": 1.78,
        "seq_power_share_pct": 58.6,
        "pwr-share-comb_pct": 10.7,
        "power_frac_clock_pct": 30.7,
        "intPower_mw": 1.42,
        "powerDensity_nw_per_um2": 776,
        "p_sw_share_pct": 20.3,
        "power_switching_mw": 0.363,
        "power_leakage_nw": 0.927,
        "ir_worst_vdd_v": 0.000528,
    },
    "route": {
        "drcViolationCount": 0,
        "wl_per_cell_um": 13.9,
        "drtIter0Drc": 60,
        "via_per_inst": 4.49,
        "antennaDiodeCount": 0,
        "num_vias": 1063,
        "firstDrtPassIters": 4,
        "wl_um": 3300,
        "postRouteAntennaNets": 0,
    },
    "worst_setup_path": {
        "rr_endpoint": "data_table.genblk1.genblk1.ram[2][5]",
        "worstSetupStartpoint": "read_addr[0]",
        "r2r_start": "write_addr_r[0]",
        "endpoint_kind": "output port",
        "cp.arrival_ps": 1390,
        "crit_path_max_fanout": 8,
        "ff2ff_setup_slack_ps": 490,
        "path_class": "in2out",
        "required_ps": 1440,
        "r2r_cells": 3,
        "endpoint": "read_data[4]",
        "start_kind": "input port",
    },
    "global_routing": {
        "use_met1_pct": 17.6,
        "grt_pass1_wl_um": 5490,
        "grt_overflow": 0,
        "grt_max_degree": 13,
        "grtUsageMet2_pct": 18.9,
        "grtUsageTotal_pct": 12.6,
        "busiest_layer": "met2",
        "use_met3_pct": 6.21,
        "grt_pass1_vias": 1151,
        "antenna_found_initial": 0,
    },
    "synthesis": {
        "ys.warnings.count": 3,
        "synth_cell_types": 28,
        "yosys-top-cells-area": "edfxtp_1 (56%), mux4_2 (10%), dfxtp_1 (9.3%)",
        "top_area_share_pct": 55.6,
        "ys_cells": 125,
        "ys_ff": 40,
        "synth.cell_area_um2": 1730,
        "ys_seq_share_pct": 64.8,
        "synth_top_cell_by_area": "edfxtp_1",
        "yosysChipArea_um2": 1730,
        "avgSynthCellArea_um2": 13.8,
        "syn_inst": 125,
    },
    "placement": {
        "dp_slack_ps": -515,
        "dpl.hpwl_um": 2200,
        "io_buffer_count": 27,
        "routabilityCongestion": 0.781,
    },
    "floorplanning": {
        "die_area_um2": 6070,
        "rows": 27,
        "die_w_um": 77.9,
        "die_h_um": 77.9,
        "floorplan.io_pins": 28,
        "fp.coreArea_um2": 5540,
        "fp_util_pct": 31.2,
    },
    "status": {
        "outcome": "finished, final reports clean",
    },
    "timing": {
        "finalCritPeriodShare_pct": 97.1,
        "worst_slack_ps": 53.1,
        "tns_ps": 0,
        "hold_violations": 0,
        "skew_ps": 4.06,
        "slew_viol_final": 0,
        "setup_viol": 0,
        "max_slew_margin_pct": 72.0,
        "rsz0062_at_grt": "false",
        "fmaxAchievable_mhz": 572,
        "worstMarginPinSlew_ps": 420,
        "finalCriticalPeriod_ps": 1750,
    },
    "finish": {
        "logic_area_um2": 537,
        "layout.area.seq_um2": 1120,
        "fillers": 517,
        "layout-drive-gt1-share_pct": 23.0,
        "mostFrequentLayoutCell": "edfxtp_1",
        "utilization_pct": 41.4,
        "areaGrowthSynthToFinish_pct": 32.8,
        "lay_top_cells": "edfxtp_1 (32), nor2_1 (27), clkdlybuf4s50_1 (17)",
    },
    "clocking": {
        "cts_tree": "done",
        "clock-sinks": 40,
        "clk_latency_ps": 290,
        "h-tree-depth": 2,
        "clkTransAtPathRegs_ps": 70,
        "cts-root-buf": "clkbuf_8",
        "ctsLongestPathBuffers": 2,
        "cts-buffers-inserted": 5,
    },
    "hold_path": {
        "hp-class": "reg2reg",
    },
    "job": {
        "warnings": 25,
        "max_cap_violations": 0,
    },
}
-- layer usage --
| layer | part of all wire (%) | vias up | wire length, um |
|---|---|---|---|
| met3 | 9.2 | 5 | 303 |
| met5 | 0 | - | 0 |
| li1 | - | 526 | - |
| met4 | 1.4 | 0 | 45 |
| met2 | 45 | 47 | 1470 |
| met1 | 45 | 485 | 1470 |
-- metrics by stage --
stage                     hold slack (ps)  instance area, um^2  cells
final                                 559                 2300    237
after global routing                  585                 2300    237
after CTS                             552                 2280    236
after detailed placement              535                 2190    226
after global placement                522                 2190    226
after floorplan                       480                 1730    125
-- sequential cells by signal (all words and copies together), names as in the netlist --
name                            count
data_table.genblk1.genblk1.ram     32
empty_r                             1
free_slots                          4
full_r                              1
write_addr_r                        2
-- critical path, stage by stage --
cell and delay [ps]:
buf_6 80, buf_12 120, buf_4 110, mux4_2 480, dlygate4sd2_1 240
-- kinds of logic after synthesis --
logic type      after synthesis  share of synthesized area, %
compound gates               11                          6.37
buf+inv                      16                          4.12
flops                        40                          64.8
mux                           8                          10.4
simple gates                 50                          14.3
-- power groups by stage --
stage,clock [mW],sequential [mW],combinational [mW]
after global routing,0.604,1.05,0.206
after CTS,0.565,1.04,0.188
final,0.547,1.04,0.190
-- area by class of cell --
| type | count | area share, % |
|---|---|---|
| Sequential cell | 40 | 48.8 |
| Clock buffer | 5 | 3.00 |
| Multi-Input combinational cell | 69 | 23.4 |
| Inverter | 8 | 1.31 |
| Timing Repair Buffer | 41 | 19.0 |
| Clock inverter | 2 | 0.545 |
| Tap cell | 72 | 3.92 |
-- worst min path at each step --
stage / start / endpoint / depth (start not counted)
after CTS: free_slots[2] / free_slots[2] / 2
after global routing: free_slots[3] / free_slots[3] / 2
final: free_slots[2] / free_slots[2] / 2
-- Yosys cell counts --
master      n
edfxtp_1   32
nor2_1     27
dfxtp_1     8
inv_1       8
mux4_2      8
nand2_1     8
a21o_1      3
buf_2       3
or2_2       3
a2bb2oi_2   2
and2b_1     2
and3b_1     2
buf_1       2
clkbuf_1    2
nand2b_1    2
a21oi_1     1
a2bb2oi_1   1
a31oi_1     1
a41o_1      1
and3_4      1
buf_6       1
nor2b_1     1
nor3b_1     1
nor4_2      1
o21bai_4    1
o2bb2ai_1   1
or2_1       1
or2b_1      1
-- repair_timing --
action,4_1_cts,5_1_grt
endpoints found under the setup margin,8,3
setup buffers,3,1
hold buffers,0,0
gates resized,15,2
Power and IR drop assume default switching activity.
